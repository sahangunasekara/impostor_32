[design/flow/config.mk]
export PLATFORM = sky130hd
export DESIGN_NAME = alu_add
export DESIGN_NICKNAME = alu_add
export VERILOG_FILES = /design/flow/design.v
export SDC_FILE = /design/flow/constraint.sdc
export NUM_CORES = 4
export LEC_CHECK = 1
export CORE_UTILIZATION = 30
[design/flow/constraint.sdc]
current_design alu_add

set clk_period 16.7
set clk_io_pct 0.2

create_clock -name clk0 -period $clk_period [get_ports {clk}]

set non_clock_inputs [all_inputs -no_clocks]
set_input_delay [expr $clk_period * $clk_io_pct] -clock clk0 $non_clock_inputs
set_output_delay [expr $clk_period * $clk_io_pct] -clock clk0 [all_outputs]
[design/flow/design.v]
module alu_add(clk,in1, in2, add_out);
	input clk;
	input [31:0] in1, in2;
	output reg [31:0] add_out;
	always @(posedge clk) 
	begin
		add_out=in1+in2;
	end
endmodule
[design/flow/run.sh]
#!/bin/bash
# OpenROAD 26Q1-2900-gdf79404cd8, Yosys 0.63+post, stock flow scripts
make -C /OpenROAD-flow-scripts/flow DESIGN_CONFIG=/design/flow/config.mk WORK_HOME=/design/flow/orfs finish
==> flow_summary.toml <==
# synthesis and place-and-route metrics
[final_layout]
largest_register_ff_count = 32
finalCoreUtilization_pct = 45.9
final_layout_size_suffix_gt1_share_pct = 4.37
layout.cells.non_filler = 468
area_delta_synth_final_pct = 48.5

[clocking]
postCtsSetupRepairBufs = 0
post_cts_resized = 0
cts_max_level = 2
cts.clk_slew.worst_paths_ps = 70
root_buffer_master = "sky130_fd_sc_hd__clkbuf_8"
clkSinkCount = 32
hold_buffer_count_at_cts = 0
clock_tree.buffer_depth = 2
cts_inserted_buffers = 5
cts_tree = "built"

[job]
max-cap-violations = 0
tool_warnings = 25

[final_timing]
final.period_utilization_pct = 33.6
worst-slew-pin-transition_ps = 530
grt_setup_unrepaired = "false"
fin_setup_tns_ps = 0
period_minus_slack_ps = 5610
report.final.setup_viol = 0
finalMaxSlewViolations = 0
max-slew-margin-rel_pct = 63.7
clock.fmax_mhz = 178
finalHoldViolations = 0

[yosys]
post_synth.cell_area_avg_um2 = 8.78
count_of_library_flops_with_an_enable_pin = 0
synthSimpleGateAreaFrac_pct = 13.3
ys.flop_type = "sky130_fd_sc_hd__dfxtp_1"
synth_cell_types = 52
compound_area_share_pct = 29.0
yosys_area_mm2 = 0.00239
synth_register_bits = 32
fa_ha_area_share_pct = 17.1
postSynthSeqShare_pct = 26.8
syn-cell-area_mm2 = 0.00239
yosys_warnings = 1
synthArstFlopShare_pct = 0
xor_xnor_area_share_pct = 10.3
netlist_instances = 272
synth.mux.area_fraction_pct = 0.838
yosys_cells = 272
main_kind_of_combinational_logic_by_area = "AND-OR/OR-AND gates"

[drt]
drcViolationCount = 0
postRouteAntennaNets = 0
via_count = 2284
drt_via_density = 4.88
postRouteWirelength_um = 5840
num_antenna_cells = 0
drt_iter0_drc = 58
wl_per_cell_um = 12.5
drt_first_pass_iters = 6

[global_routing]
antenna_violations_before_repair = 0
grt_pass1_vias = 2314
overflow_left_after_global_routing = 0
grt_start_max_net_pins = 12
grt.total_usage_pct = 14.8
grt_pass1_wl_um = 10100

[placement]
finalWeightedCongestion = 0.849
post-place-cells = 460
dp_hpwl_um = 4800
portBuffers = 96

[worst_setup_path]
critical_path.cell_chain = "clkdlybuf4s50_1, ha_1, a21oi_1, o21bai_1, a21oi_1, nor2_1, a2111oi_0, o21ai_0, or3_1"
critical_path_required_time_ps = 16870
timing.critical_path.fanout_max = 10
end_kind = "flip-flop"
most_common_cell_on_crit_path = "sky130_fd_sc_hd__a21oi_1"
critical-path-max-stage-delay_ps = 510
worst-setup-path-type = "in2reg"
crit_path_start_kind = "input port"
worst-endpoint-arrival_ps = 5790
timing.critical_path.slowest_stage_cell = "sky130_fd_sc_hd__a2111oi_0"

[hold_path]
worst_hold_path_stage_count = 2
timing.hold.worst.class = "in2reg"

[floorplan]
design.core.area_mm2 = 0.00773
io-pin-count = 97
die_height_um = 91.2
floorplan.die_area_mm2 = 0.00832
rows = 32
die_x_um = 91.2
fp_util_pct = 30.9

[outcome]
run_status = "completed"

[power]
power.ir.vdd_worst_v = 0.0000325
cellLeakagePower_nw = 1.51
p_per_area_mw_per_mm2 = 81.0
total_power_consumption_of_the_routed_design_uw = 287
[Yosys cell counts (all sizes together) (2+ instances only)]
library cell	n	area, um^2
dfxtp	32	641
ha	31	388
a21oi	29	145
a21o	19	143
nand2	19	71.3
o21ai	15	86.3
xor2	15	131
xnor2	13	114
nor2	12	45.0
nand3	10	50.1
nand4	7	43.8
clkbuf	6	22.5
inv	6	22.5
o21bai	5	48.8
a31oi	4	40.0
buf	4	20.0
nor3	4	20.0
a211oi	3	22.5
o211ai	3	27.5
or2	3	18.8
a311oi	2	17.5
and3	2	12.5
mux2i	2	20.0
nand2b	2	12.5
o21a	2	15.0
o221ai	2	17.5
o311ai	2	17.5
[metrics by stage]
| step | hold slack, ps | setup slack (ps) | area, um^2 |
|---|---|---|---|
| after global placement | 3940 | 10860 | 3430 |
| after global routing | 3660 | 10880 | 3550 |
| final | 3650 | 11090 | 3550 |
| after CTS | 3640 | 11090 | 3550 |
| after floorplan | 3460 | 11440 | 2390 |
| after detailed placement | 3950 | 10800 | 3430 |
[placed cells by master, fill, tap and decap left out, drive strengths merged, types with 3 or more instances in the layout]
cell type,n
a21oi,29
a21o,19
xnor2,13
inv,6
nor3,4
a31oi,4
o21ai,15
nor2,12
dfxtp,32
xor2,15
nand2,19
nand3,10
o21bai,5
clkdlybuf4s50,96
or2,3
clkbuf,5
ha,31
o211ai,3
a211oi,3
nand4,7
[final cells by class]
cell class / count / area [um^2]
fillers: 761 / 4180
flip-flops and latches: 32 / 641
clock buffers: 5 / 68.8
repair buffers: 96 / 961
clock inverters: 3 / 42.5
multi-input cells: 224 / 1680
well taps: 102 / 128
inverters: 6 / 22.5
[critical path: cells and delay by family]
family / cells / cell delay (ps)
fa+ha+maj: 1 / 440
compound gates: 5 / 1150
buf+inv: 1 / 410
simple gates: 2 / 460
[cell families after synthesis]
logic type / after synthesis
AOI/OAI and AO/OA: 97
and+or+nand+nor: 65
adders and majority gates: 32
DFF: 32
xor gates and xnor gates: 28
buffers and inverters: 16
muxes: 2
[per-layer routing]
metal  vias up  share of wire, %  GRT usage [%]
met3         4               4.4           2.55
met4         0               1.2           1.72
met1      1026                48           20.4
li1       1198                 -              -
met2        56                47           25.3
met5         -                 0              0
[worst paths after layout]
kind	end	from
setup / recovery	add_out[31]$_DFF_P_	in1[24]
hold / removal	add_out[0]$_DFF_P_	in2[0]
[power by group]
| part | internal (mW) | switching [mW] |
|---|---|---|
| combinational | 0.0697 | 0.0446 |
| clock | 0.0441 | 0.0311 |
| sequential | 0.0936 | 0.00420 |
| total | 0.207 | 0.0799 |
