## flow/design.v

```verilog
`timescale 1ns/100ps
module alu (ScrA,ScrB,alu_control,ALUResult,zero,equalComp);
    input  [31:0] ScrA,ScrB;
    input  [3:0] alu_control;
    output reg [31:0] ALUResult;
	output  reg zero;
    input [1:0]equalComp;
    wire equal_inequal;
    wire Comparatorenable; 
    assign {equal_inequal,Comparatorenable} = equalComp;
always @ (*)
begin
    ALUResult='d0;
    zero='b0;
    case(alu_control)
    4'b0000: begin 
		  zero=0;
        ALUResult = ScrA & ScrB;
    end
    4'b0001: begin 
		  zero=0;
        ALUResult = ScrA | ScrB;
    end
    4'b0010: begin 
		  zero=0;
        ALUResult = ScrA + ScrB;
    end
    4'b0011: begin 
        ALUResult = ScrA ^ ScrB;
		  zero=0;
        if (Comparatorenable=='b1) begin
            if (equal_inequal=='b1) begin
                zero=(ALUResult==32'b0);
            end 
				else begin
                zero=(ALUResult!=32'b0);
            end
        end
    end
    4'b0100:begin 
        ALUResult = ScrA << ScrB;
    end
    4'b0101:begin 
        ALUResult = ($signed(ScrA) < $signed(ScrB)); 
        if (Comparatorenable=='b1) begin
            if (equal_inequal=='b1) begin
                zero=(ALUResult!=32'b0);
            end else begin
                zero=(ALUResult==32'b0);
            end
        end
    end
    4'b0110: 
        begin
        ALUResult = $signed (ScrA)-$signed(ScrB);
        zero = ($signed(ALUResult)==$signed(1'd0));
        end
    4'b0111: 
        begin
            ALUResult=(ScrA<ScrB);
            if (Comparatorenable=='b1) begin
            if (equal_inequal=='b1) begin
                zero=(ALUResult!=32'b0);
            end else begin
                zero=(ALUResult==32'b0);
            end
        end
        end
    4'b1000:begin 
        ALUResult = ScrA >> ScrB;
    end
    4'b1001:begin 
        ALUResult = $signed(ScrA) >>> ScrB;
    end
    default:begin
        ALUResult= 'b0;
    end
    endcase
end
endmodule
module alu_control (alu_op, out_to_alu, funct, equal_comp, mem, ALU_En);
	input [1:0] alu_op;
	input ALU_En;
	input [3:0] funct;
	output [3:0] out_to_alu;
	output reg [1:0] equal_comp;
	output reg [2:0] mem;
	reg [3:0] out_to_alu;
	assign funct3 = {funct[3:1]};
	always @ (*)
	begin
		if (ALU_En == 'b0)begin
		equal_comp= 2'b00;
		mem= 3'b000;
		case (alu_op)
		2'b00:  
			begin 
				case(funct)
				4'b0000:
					begin
						out_to_alu <= 4'b0010;
					end
				4'b0001:
					begin
						out_to_alu <= 4'b0110;
					end
				4'b1000:
					begin
						out_to_alu <= 4'b0011;
					end
				4'b1100:
					begin
						out_to_alu <= 4'b0001;
					end
				4'b1110:
					begin
						out_to_alu <= 4'b0000;
					end
				4'b0010:
					begin
						out_to_alu <= 4'b0100;
					end
				4'b1010:
					begin
						out_to_alu <= 4'b1000;
					end
				4'b1011:
					begin
						out_to_alu <= 4'b1001;
					end
				4'b0100:
					begin
						out_to_alu <= 4'b0101;
					end
				4'b0110:
					begin
						out_to_alu <= 4'b0111;
					end
					endcase
			end
		2'b01:
			begin 
			case(funct3)
			3'b000:
				begin
					out_to_alu <= 4'b0010;
				end
			3'b100:
				begin
					out_to_alu <= 4'b0011;
				end
			3'b110:
				begin
					out_to_alu <= 4'b0001;
				end
			3'b111:
				begin
					out_to_alu <= 4'b0000;
				end
			3'b001:
				begin
					out_to_alu = 4'b0100;
				end
			3'b101:
			begin
				if (funct[0]==0)
					out_to_alu <= 4'b1000;
				else
					out_to_alu <= 4'b1001;
			end
			endcase
			end
		2'b10:
			begin 
				case(funct3)
				3'b000:
				begin
					out_to_alu <= 4'b0010;
					mem<= 3'b001;
				end
				3'b001:
				begin
					out_to_alu <= 4'b0010;
					mem<= 3'b010;
				end
				3'b010:
				begin
					out_to_alu <= 4'b0010;
					mem<= 3'b011;
				end
				3'b100:
				begin
					out_to_alu <= 4'b0010;
					mem<= 3'b101;
				end
				3'b101:
				begin
					out_to_alu <= 4'b0010;
					mem<= 3'b011;
				end
				endcase
			end
		2'b11:
			begin 
				case(funct3)
				3'b000:
				begin
					out_to_alu <= 4'b0011;
					equal_comp <= 2'b11;
				end
				3'b001:
				begin
					out_to_alu <= 4'b0011;
					equal_comp <= 2'b10;
				end
				3'b100:
				begin
					out_to_alu <= 4'b0101;
					equal_comp <= 2'b11;
				end
				3'b101:
				begin
					out_to_alu <= 4'b0101;
					equal_comp<= 2'b10;
				end
				3'b110:
				begin
					out_to_alu <= 4'b0111;
					equal_comp <= 2'b11;
				end
				3'b111:
				begin
					out_to_alu <= 4'b0111;
					equal_comp <= 2'b10;
				end
				endcase
			end
	endcase
	end
	end
endmodule
module data_memory (addr, write_data, read_data, clk, mem_read, mem_write, DATA_MEM_In);
   input [31:0] addr;
   input [31:0] write_data;
   input clk, mem_read, mem_write;
   input [2:0] DATA_MEM_In;
   output reg [31:0] read_data;
  reg [31:0] dmemory [63:0];
   reg [31:0] write_data_in;
  wire [5:0] shifted_addr;
   wire [2:0] DATA_MEM_In;
   wire [31:0] DATA;
  assign shifted_addr = addr[5:0];
   always @(posedge clk)
   begin
       if (mem_read == 1'b1)
           begin
               case(DATA_MEM_In)
               3'b001: begin
                 read_data = $signed(dmemory[shifted_addr][7:0]);
                   end
               3'b010:begin
                 read_data = $signed(dmemory[shifted_addr][15:0]);
                   end
               3'b011: read_data = dmemory[shifted_addr];
                 3'b101: read_data = $unsigned(dmemory[shifted_addr][7:0]);
                 3'b110: read_data= $unsigned(dmemory[shifted_addr][15:0]);
               endcase
           end
       else if (mem_write == 1'b1)
           begin
               case(DATA_MEM_In)
               3'b001: begin
                 write_data_in = $signed(write_data[7:0]);
                   dmemory[shifted_addr] = write_data_in;
               end
               3'b010:begin
                 write_data_in = $signed(write_data[15:0]);
                   dmemory[shifted_addr] = write_data_in;
               end
               3'b011:begin
                   dmemory[shifted_addr] = write_data;
               end
               endcase
           end
	end
endmodule
module instruction_memory (read_addr, instruction, clk);
	input clk;
  	input [31:0] read_addr;
	output [31:0] instruction;
	reg [31:0] Imemory [63:0];
	integer k;
  	wire [7:0] shifted_read_addr;
  assign shifted_read_addr = read_addr[7:0] >>> 2;
	assign instruction = Imemory[shifted_read_addr];
	always @(posedge clk)
	begin
		for (k=16; k<32; k=k+1) begin 
			Imemory[k] = 32'b0;
		end
Imemory[0] = 32'b00000000111100000000000010010011;					
Imemory[1] = 32'b00000000111100000000000010010011;  
Imemory[2] = 32'b00000000101000000000000100010011;  
Imemory[3] = 32'b00000000000100010000000110110011;  
Imemory[4] = 32'b00000000000100010111001000110011;  
Imemory[5] = 32'b00000000000100010110001010110011;  
Imemory[6] = 32'b00000000010000011010000000100011;  
Imemory[7] = 32'b00000000000000000000000000000000;  
Imemory[8] = 32'b00000000001100000010001000000011;  
Imemory[9] = 32'b00000000000000000000000000000000;  
Imemory[10] = 32'b00000000101000000000001100010011;  
Imemory[11] = 32'b00000000001000110000010001100011;  
Imemory[12] = 32'b00000000111100000000000010010011;  
Imemory[13] = 32'b00000000000000000000000000000000;  
	end
endmodule
module instruction_parser(
  input [31:0] instruction,
  output reg [4:0] rs1,
  output reg [4:0] rs2,
  output reg [4:0] rd,
  output reg [6:0] opcode,
  output reg [31:0] imm,
  output reg [3:0] func
);
  always @(*)
  begin
    opcode = instruction[6:0]; 
	 case(opcode)
			7'b0110011 :  
				begin
						 rd = instruction[11:7];
						 rs1 = instruction[19:15];
						 rs2 = instruction[24:20];
						 imm = 32'hx;
						 func = {instruction[14:12],instruction[30]};
				end			
			7'b0000011 :   
				begin
						rd = instruction[11:7];
						rs1 = instruction[19:15];
						rs2 = instruction[24:20];
                  imm = $signed(instruction[31:20]);
						func = {instruction[14:12],instruction[30]};
				end
			7'b0010011 :   
				begin
						rd = instruction[11:7];
						rs1 = instruction[19:15];
						rs2 = 5'hx;
						imm = $signed(instruction[31:20]);	
						func = {instruction[14:12],instruction[30]};
				end		
			7'b0100011 :   
				begin
						rd = instruction[11:7];
						rs1 = instruction[19:15];
						rs2 = instruction[24:20];
                  imm = $signed({instruction[31:25],instruction[11:7]});	
						func = {instruction[14:12],instruction[30]};
				end
			7'b1100011 :   
				begin
						rd = 5'hx;
						rs1 = instruction[19:15];
						rs2 = instruction[24:20];
                  imm = $signed({instruction[31],instruction[7],instruction[30:25],instruction[11:8],1'b0});	
						func = {instruction[14:12],instruction[30]};
				end
			7'b1101111 :   
				begin
						rd = instruction[11:7];
						rs1 = 5'hx;
						rs2 = 5'hx;
						imm = $signed({instruction[20],instruction[10:1],instruction[11],instruction[19:12]});	
						func = 4'hx;
				end
			7'b0110111 :   
				begin
						rd = instruction[11:7];
						rs1 = 5'hx;
						rs2 = 5'hx;
						imm = $signed(instruction[31:12]);	
						func = 4'hx;
				end
			7'b0010111 :   
				begin
						rd = instruction[11:7];
						rs1 = 5'hx;
						rs2 = 5'hx;
						imm = $signed(instruction[31:12]);
						func = 4'hx;
				end
		endcase
  end
endmodule
`timescale 1ns/100ps
module load(input clk, input [31:0] pc_out, input reset, output [31:0] ALU_result);
  wire [31:0] instruction,ScrB;
	wire [1:0] Alu_op;
	wire [3:0] out_to_alu;
   wire [1:0] equal_comp;
	wire [2:0] mem;
	wire RegWrite, MemWrite, MemRead, Branch, ALUSrc,jump, ALU_En, mem_reg,zero;
	wire [4:0] read_addr_1; 
	wire [4:0] read_addr_2; 
	wire [4:0] write_addr;
	wire [31:0] write_data;
	wire [31:0] read_data_1;
	wire [31:0] read_data_2;
	wire [6:0] Opcode;
	wire [31:0] immidiate;
	wire [3:0] funct;
	wire [31:0] read_data;
instruction_memory Instruction_memory (
	.read_addr(pc_out), 
	.clk(clk), 
	.instruction(instruction)
	);
mux_N_bit #(32) data_memory_mux (
		.in0(ALU_result), 
		.in1(read_data), 
		.mux_out(write_data), 
		.control(mem_reg)
		);
instruction_parser instruction_parser(
		.instruction(instruction),
		.rs1(read_addr_1),
		.rs2(read_addr_2),
		.rd(write_addr),
		.opcode(Opcode),
		.imm(immidiate),
		.func(funct)
		);
register_file register_file(
    .clk(clk),
    .read_addr_1(read_addr_1),
    .read_addr_2(read_addr_2),
    .write_addr(write_addr),
    .write_data(write_data), 
    .reg_write(RegW),
  	 .read_data_1(read_data_1),
    .read_data_2(read_data_2)
	 );
alu_control ALU_control (
	.funct(funct),
	.alu_op(Alu_op),
	.out_to_alu(out_to_alu),
	.ALU_En(ALU_En),
	.equal_comp(equal_comp),
	.mem(mem)
	);
maincontroller contr(
	.Opcode(Opcode),
	.RegWrite(RegW), 
	.MemWrite(MemW), 
	.MemRead(MemR), 
	.Branch(Branch), 
	.ALUSrc( ALUSrc), 
	.Aluop(Alu_op),
	.jump(jump), 
	.ALU_En(ALU_En), 
	.mem_reg(mem_reg)
	);
data_memory data_memory_module(
    .clk(clk),
    .mem_read(MemR),
    .mem_write(MemW),
    .DATA_MEM_In(mem),
    .read_data(read_data),
    .write_data(read_data_2),
    .addr(ALU_result)
  );
mux_N_bit #(32) ALU_mux (
		.in0(read_data_2), 
		.in1(immidiate), 
		.mux_out(ScrB), 
		.control(  ALUSrc)
		);	
alu sahan(
  	.ScrA(read_data_1),
  	.ScrB(ScrB),
	.alu_control(out_to_alu),
	.ALUResult(ALU_result),
	.zero(zero),
	.equalComp(equal_comp)
	);
endmodule
module maincontroller( control_signal, Opcode, Aluop, RegWrite, MemWrite, MemRead, Branch, ALUSrc, Alu0, Alu1,jump, ALU_En, mem_reg);
	input [6:0] Opcode;
	output [1:0] Aluop; 
	output reg [9:0] control_signal;
	output wire RegWrite, MemWrite, MemRead, Branch, ALUSrc, Alu0, Alu1,jump, ALU_En, mem_reg;
	assign {RegWrite, MemWrite, MemRead, Branch, ALUSrc, Alu0, Alu1,jump, ALU_En, mem_reg} = control_signal;
	assign Aluop={Alu0, Alu1};
	always @(*)
	begin
		case(Opcode)
			7'b0110011 : control_signal <= 10'b1000000000;  
			7'b0000011 : control_signal <= 10'b1010110000;  
			7'b0010011 : control_signal <= 10'b1000101000;  
			7'b0100011 : control_signal <= 10'b0100110001;  
			7'b1100011 : control_signal <= 10'b0001011000;  
			7'b1101111 : control_signal <= 10'b10001xx110;  
			7'b0110111 : control_signal <= 10'b10001xx010;  
			7'b0010111 : control_signal <= 10'b00000xx010;  
			default : control_signal    <= 10'b0000000010;
		endcase
	end
endmodule
module mux_N_bit (in0, in1, mux_out, control);
	parameter N = 32;
	input [N-1:0] in0, in1;
	output [N-1:0] mux_out;
	input control;
	assign mux_out=control?in1:in0;
endmodule
module register_file (read_addr_1, read_addr_2, write_addr, read_data_1, read_data_2, write_data, reg_write, clk, reset);
	input [4:0] read_addr_1, read_addr_2, write_addr;
	input [31:0] write_data;
	input clk, reset, reg_write;
	output [31:0] read_data_1, read_data_2;
	reg [31:0] reg_file [31:0];
	integer k;
	assign read_data_1 = reg_file[read_addr_1];
	assign read_data_2 = reg_file[read_addr_2];
	always @(posedge clk or posedge reset)  
	begin
		if (reset==1'b1)
		begin
			for (k=0; k<32; k=k+1) 
			begin
				reg_file[k] = 32'b0;
			end
		end 
		else if (reg_write == 1'b1) reg_file[write_addr] = write_data; 
		reg_file[0] = 32'h00000000;
	end
endmodule
```

## flow/run.sh

```bash
#!/bin/bash
# OpenROAD 26Q1-2900-gdf79404cd8, Yosys 0.63+post, stock flow scripts
make -C /OpenROAD-flow-scripts/flow DESIGN_CONFIG=/design/flow/config.mk WORK_HOME=/design/flow/orfs finish
```

## flow/config.mk

```make
export PLATFORM = sky130hd
export DESIGN_NAME = load
export DESIGN_NICKNAME = load
export VERILOG_FILES = /design/flow/design.v
export SDC_FILE = /design/flow/constraint.sdc
export NUM_CORES = 4
export LEC_CHECK = 1
export CORE_AREA = 10 10 71 71
export DIE_AREA = 0 0 81 81
```

## flow/constraint.sdc

```tcl
current_design load

set clk_period 4.5
set clk_io_pct 0.2

create_clock -name clk0 -period $clk_period [get_ports {clk}]

set non_clock_inputs [all_inputs -no_clocks]
set_input_delay [expr $clk_period * $clk_io_pct] -clock clk0 $non_clock_inputs
set_output_delay [expr $clk_period * $clk_io_pct] -clock clk0 [all_outputs]
```

==> CHANGELOG.md <==
### Metrics

* Endpoints left unconstrained at 11
* YS chip area at 1082 µm²
* Drt via density at 4.891
* Tool warnings at about 55
* Crit-path slowest cell: clkdlybuf4s50_1
* Period utilisation layout at 0.9668
* Finish-stage setup viols at 0
* Mux area share at 0
* Internal at 0.05024 mW
* Cell type with the largest total area: dlxtn_1
* Die height at 81 µm
* DR iter-0 viols at 40
* Ys async rst share at 0
* Aoi share at 0.2231
* Sw frac at 0.4459
* Min-Delay Path Class: in2out
* Crit-path max FO at 4
* IO Count at 66
* Core area at 3633 µm²
* Crit-path cells: clkdlybuf4s50_1 > or3_4 > a31oi_4 > or2_4 > nand2_1 > ha_1 > nand3b_1 > o221ai_2 > o311ai_2 > clkdlybuf4s50_1
* Total GRT Usage at 0.07208
* Vias at 1076
* Commonest cells post-synth: 19 x buf_4, 18 x nor2_1, 15 x nand2_1
* Vias in the first global route at 940
* Detail Route met2 WL at 1208 µm
* Grt ovf at 0
* Psw at between 0.04 and 0.05 mW
* Number of cells in Yosys stat at 149
* Most frequent cell after synthesis: buf_4
* Hpwl dp at 2164 µm
* Pin count of the biggest net entering global routing at 19
* Top cells, area: dlxtn_1 17%, buf_4 13%, nor2_1 6.2%
* RSZ-0062 raised after global routing: false
* Crit path kind: in2out
* Mapped Cells at about 150
* Basic Gates by Area at 0.3445
* Crit path DAT at 3450 ps
* Pre-antenna DRT Iters at 4
* Post-Syn Area at 1082 µm²
* Die x size at just over 80 µm
* First-pass GRT wire length at 4098 µm
* Dominant Register Cell: dlxtn_1
* Yosys Warn Count at 1102
* Max-cap violations at 0
* CTS Hold Bufs at 0
* Synthesized registers at 12
* Final hold vios at 0
* Post-synthesis cell type count at 44
* Clk pwr share at 0
* WHS at 3103 ps
* Routed WL per cell at 11.83 µm
* Number of cell rows at 22
* Comb pwr share at 0.891
* Ratio of cells with drive above 1 in the final layout at 0.1337
* Count of unclocked register or latch pins at 12
* Area leader share at 0.1665
* RePlAce Congestion at 0.8866
* Startpoint Class: input pin
* Met1 WL at between 1000 and 1500 µm
* Post-synth EDFFs at 0
* PD cells at roughly 63 nW/µm²
* DRC Markers at 0
* Number of antenna violations at the first check in global routing at 0
* Setup TNS at 0 ps
* Yosys adder share at 0.03468
* Ant diodes at 0
* LEAKAGE at between 0.5 and 0.6 nW
* Max_slew headroom at 0.6095
* Setup crit end kind: output port
* Total wire length at 2602 µm
* Most used cell, CP: clkdlybuf4s50_1
* Post-synthesis xor/xnor area fraction at 0.02428
* Slew Viols, Final at 0
* Minimum clock period at 4350 ps
* WL met3 at 241 µm
* Status: finished clean
* Top routing layer in use: met3
* Avg Cell Area, Syn at 7.264 µm²
* Area delta synth->final at 33.53%
* Sequential share of power at 0.109
* VDD IR-drop max at 0.02147 mV
* Die area at 6561 µm²
* Number of buffers added on ports at 38
* Routed Antenna Nets at 0
* Worst-Margin Slew at just under 600 ps
* FMAX at around 230 MHz
* Crit-path max cell delay at a little over 500 ps
* Total power at approximately 0.091 mW
* FP Util at 0.2979
* WP data required at 3600 ps
* Dominant comb cell: simple AND/OR/NAND/NOR gates
-- state kept, by name, indices dropped and copies added, names as in the netlist --
| name | cells |
|---|---|
| ALU_control.out_to_alu | 4 |
| instruction_parser.func | 3 |
| instruction_parser.imm | 5 |
-- cell type report --
cell class	instances	area (µm²)
Inverter	2	7.507
Multi-Input combinational cell	106	711.9
Fill cell	347	2188
Tap cell	48	60.06
Timing Repair Buffer	52	485.5
Sequential cell	12	180.2
-- placed cells by master, fill, tap and decap left out, types with 2 or more instances in the layout --
cell	synthesis	layout
o21ai_0	5	5
xor2_1	3	3
ha_1	3	3
a32o_1	3	3
o31ai_1	2	2
clkdlybuf4s50_1	0	38
nor4_1	2	2
nand4_1	4	4
nor2_1	18	17
nand2b_1	3	3
a21o_1	2	2
inv_1	2	2
a21oi_1	3	3
a211oi_1	4	4
buf_4	19	14
nor2b_1	7	7
nor3_1	3	3
dlxtn_1	12	12
nand2_1	15	15
nand3_1	2	2
nor3b_1	5	5
-- repair_timing --
action | CTS | global route
hold endpoints to repair | 0 | 0
endpoints found under the setup margin | 9 | 13
buffers inserted | 1 | 0
gates resized | 2 | 4
pin swaps | 1 | 1
-- metrics by stage --
stage,util,std cells,setup WS [ps],cell area (µm²)
after floorplan,-,149,764.6,1082
after global placement,0.3874,219,-111.7,1408
after detailed placement,0.3874,219,-143.3,1408
after CTS,0.3919,220,100.4,1424
after global routing,0.3977,220,9.984,1445
final,0.3977,220,149.6,1445
-- routing by layer --
| layer | up-vias | track usage |
|---|---|---|
| met5 | - | 0 |
| met2 | 24 | 0.1314 |
| met1 | 483 | 0.09304 |
| li1 | 569 | - |
| met4 | 0 | 0 |
| met3 | 0 | 0.01114 |
-- power by group through the flow --
| stage | clock network [mW] | logic, mW | registers (mW) |
|---|---|---|---|
| 6_report | 0 | 0.0808 | 0.00988 |
| 5_1_grt | 0 | 0.0896 | 0.0103 |
| 4_1_cts | 0 | 0.0791 | 0.00980 |
-- worst max-delay path: cells and delay by family --
family                     cells  cell delay [ps]
AOI/OAI and AO/OA              3              630
buffers and inverters          2              950
adders and majority gates      1              250
and+or+nand+nor                4              730
-- path summary, 6_finish.rpt --
kind              slack (ps)       from            end  cells after the start
setup / recovery         150  pc_out[4]  ALU_result[0]                     10
hold / removal          3100  pc_out[7]  ALU_result[6]                      5
-- logic make-up after synthesis --
logic type | Yosys count
and+or+nand+nor | 69
buffers and inverters | 31
xor gates and xnor gates | 3
other | 1
AOI/OAI and AO/OA | 30
latches | 12
adders and majority gates | 3
Power is estimated from default activity; no workload was simulated.
